===== ./config.mk =====
export PLATFORM = sky130hd
export DESIGN_NAME = edgedetector_bh
export DESIGN_NICKNAME = edgedetector_bh
export VERILOG_FILES = /design/flow/design.v
export SDC_FILE = /design/flow/constraint.sdc
export NUM_CORES = 4
export LEC_CHECK = 1
export CORE_AREA = 10 10 70 70
export DIE_AREA = 0 0 80 80

===== ./design.v =====
module fasystem_bh(
input wire clk,
input wire call_button ,
input wire cancel_button ,
output reg light_state
);
reg c_state ;
always @(*) begin
case ({call_button,cancel_button})
2'b00: c_state = light_state ? 'd1 : 'd0 ;
2'b01: c_state = 'd0 ;
2'b10: c_state = 'd1;
2'b11: c_state = 'd1;
default : c_state = 'd0 ;
endcase
end
always @( posedge clk ) begin
    light_state <= c_state ;
end
endmodule
module edgedetector_bh(
input wire clk,
input wire signal,
output reg outedge );
wire slow_clk ;
reg [1:0] c_state ;
reg [1:0] r_state ;
localparam ZERO = 'd0;
localparam CHANGE = 'd1;
localparam ONE = 'd2;
clkdiv c1(clk, slow_clk );
always @(*) begin
case (r_state)
ZERO : begin
c_state = signal ? CHANGE : ZERO ;
outedge = 'd0 ;
end
CHANGE : begin
    c_state = signal ? ONE : ZERO ;
    outedge = 'd1;
end
ONE : begin
    c_state = signal ? ONE : ZERO ;
    outedge = 'd0;
end
default : begin
c_state = ZERO ;
outedge = 'd0 ;
end
endcase
end
always @( posedge slow_clk ) begin
r_state <= c_state ;
end
endmodule
module clkdiv(clk,clk_out);
input clk;
output clk_out;
reg [15:0] COUNT;
initial COUNT = 0;
assign clk_out=COUNT[3];
always @(posedge clk)
begin
COUNT = COUNT + 1;
end
endmodule
module dispmux_main_bh(
input clk ,  
input sw0,  
input sw1,  
input sw2,  
input sw3,  
output [3:0] an ,  
output [7:0] sseg  
);
wire [7:0] in0;
wire [7:0] in1;
wire [7:0] in2;
wire [7:0] in3;
bcdto7led_bh c1(sw0, sw1, sw2, sw3,
in0[0],in0[1],in0[2],in0[3], in0[4],in0[5],in0[6],in0[7] );
bcdto7led_bh c2(sw0, sw1, sw2, sw3,
in1[0],in1[1],in1[2],in1[3], in1[4],in1[5],in1[6],in1[7] );
bcdto7led_bh c3(sw0, sw1, sw2, sw3,
in2[0],in2[1],in2[2],in2[3], in2[4],in2[5],in2[6],in2[7] );
bcdto7led_bh c4(sw0, sw1, sw2, sw3,
in3[0],in3[1],in3[2],in3[3], in3[4],in3[5],in3[6],in3[7] );
disp_mux_bh c5(
.clk (clk) ,
.in0 (in0) ,
.in1 (in1) ,
.in2 (in2) ,
.in3 (in3) ,
.an (an) ,
.sseg (sseg ) ) ;
endmodule
module disp_mux_bh(
input clk ,
input wire [7:0] in0 ,
input wire [7:0] in1 ,
input wire [7:0] in2 ,
input wire [7:0] in3 ,
output reg [3:0] an ,
output reg [7:0] sseg
);
reg [16:0] r_qreg ;
reg [16:0] c_next ;
always @(*) begin
case (r_qreg[1:0])
2'b00 : sseg = in0 ;
2'b01 : sseg = in1 ;
2'b10 : sseg = in2 ;
2'b11 : sseg = in3 ;
endcase
end
always @(*) begin
case (r_qreg[1:0])
2'b00 : an = ~(4'b0001) ;
2'b01 : an = ~(4'b0010) ;
2'b10 : an = ~(4'b0100) ;
2'b11 : an = ~(4'b1000) ;
endcase
end
always @(*) begin
c_next = r_qreg + 'd1;
end
always @(posedge clk) begin
r_qreg <= c_next ;
end
endmodule

===== ./run.sh =====
#!/bin/bash
# OpenROAD 26Q1-2900-gdf79404cd8, Yosys 0.63+post, stock flow scripts
make -C /OpenROAD-flow-scripts/flow DESIGN_CONFIG=/design/flow/config.mk WORK_HOME=/design/flow/orfs finish

===== ./constraint.sdc =====
current_design edgedetector_bh

set clk_period 1.1
set clk_io_pct 0.2

create_clock -name clk0 -period $clk_period [get_ports {clk}]

set non_clock_inputs [all_inputs -no_clocks]
set_input_delay [expr $clk_period * $clk_io_pct] -clock clk0 $non_clock_inputs
set_output_delay [expr $clk_period * $clk_io_pct] -clock clk0 [all_outputs]

==> flow_summary.toml <==
# flow metrics
[final_timing]
untimed_endpoints = 3
setup_tns_ns = 0
hold_slack_ns = 0.391
setup_viol = 0
slew_headroom = 0.924
min_period_ns = 0.772
unclocked_regs = 2
timing.final.crit_share = 0.702
tightestPinTransition_ns = 0.113
skew_ns = 0.00426
rsz0062_at_grt = "no"
finalMaxSlewViolations = 0
hold_viol_final = 0
max_freq_mhz = 1300

[yosys]
topCellsByArea = "dfxtp_1 (55%), ha_1 (23%), inv_1 (5.2%)"
synthesis.area_um2 = 218
ys_seq_share = 0.552
synthTopLogicFamily = "adder cells"
synth_cell_types = 9
simple_gate_share = 0.0862
syn_area_per_cell_um2 = 11.5
yosysChipArea_um2 = 218
aoi_share = 0
syn-instance-count = 19
mux_area_frac = 0
synth.top_cell.area_share = 0.552
edf_count = 0
common_cells = "dfxtp_1 (6), ha_1 (4), inv_1 (3)"
ys.flops = 6
synthAdderAreaFrac = 0.230
ys_sh_xor = 0.0805
ys_warn_count = 2
synth.most_common_cell = "dfxtp_1"
postSynth.asyncResetShare = 0
top_area_cell = "dfxtp_1"
yosys_cells = 19
flop_cell = "dfxtp_1"

[worst_setup_path]
setup.worst_path.start_class = "flip-flop"
worst_setup_path_end_kind = "flip-flop"
critical_path.max_fanout = 3
critPathKind = "reg2reg"
cp.required_ns = 1.22
worstPathArrival_ns = 0.89

[placed_design]
globalplace.congestion = 0.662
numPortBuffers = 2
dp_hpwl_um = 231
place_area_um2 = 295
dp_cells = 67

[clocking]
cts_tree = "yes"
clk_pin_slew_ns = 0.03
postCtsHoldBufs = 0
ctsRootBufferMaster = "clkbuf_4"
htreeDepth = 1
clock_latency_ns = 0.24
post_cts_resized = 0
cts.path.max_buffers = 2
numCtsBuffers = 3
postCtsSetupBuffers = 0

[job]
tool_warnings = 27
cap_viol_max_count = 0

[pwr]
pwr-share-seq = 0.436
ir_drop_v = 0.000140
p_clk_frac = 0.548
switchingPower_mw = 0.0627
leakagePower_nw = 0.129
power.share.combinational = 0.016
power_density_nw_per_um2 = 1050
p_total_mw = 0.335
p_int_mw = 0.272
switching_share = 0.187

[floorplan]
io_pins = 3
floorplanUtilization = 0.0637
dieArea_um2 = 6400
std_cell_rows = 21
dieHeight_um = 80
die_width_um = 80
core-area_um2 = 3420

[detailed_routing]
met1Wirelength_um = 135
drc_errors = 0
highest_layer = "met3"
drt_iter0_drc = 5
wire_per_inst_um = 4.23
dr.pass1.iters = 2
num_antenna_cells = 0
vias = 127
wl_met2_um = 85
drt_wl_total_um = 296
viasPerCell = 1.81
wl_met3_um = 75
antenna_left = 0

[final_layout]
drive_above_1_share = 0.125
syn_to_final_growth_pct = 46.0
stdcell_area_um2 = 318
fin_cells = 70

[status]
status = "completed"

[min_path]
hold_path_class = "reg2reg"

[global_route]
grt_max_degree = 4
grt_pass1_vias = 145
overflow = 0
antenna_found_initial = 0
track_usage = 0.0134
grt_first_pass_wirelength_um = 600
power by group through the flow:
stage	clock (mW)	sequential, mW	combinational (mW)
CTS	0.192	0.146	0.00564
global route	0.210	0.146	0.00620
finish	0.183	0.146	0.00538
metrics by stage:
step | utilization | worst slack, ns
CTS | 0.0930 | 0.323
detailed placement | 0.0864 | 0.336
global placement | 0.0864 | 0.352
global route | 0.0930 | 0.278
floorplan | - | 0.360
finish | 0.0930 | 0.328
final timing paths:
path / cells after the start / slack, ns / end / startpoint
hold reg to reg: 1 / 0.39 / c1.COUNT[0] / c1.COUNT[0]
setup / recovery: 2 / 0.33 / c1.COUNT[2] / c1.COUNT[0]
setup reg to reg: 2 / 0.33 / c1.COUNT[2] / c1.COUNT[0]
hold / removal: 1 / 0.39 / c1.COUNT[0] / c1.COUNT[0]
cell type report:
cell class | instances | area (um^2)
inverter | 3 | 11.3
sequential | 6 | 120
fill | 405 | 3100
tap | 46 | 57.6
clock buffer | 3 | 22.5
timing repair buffer | 2 | 20.0
multi-input combinational | 10 | 86.3
metal layers:
layer | vias up | global-route usage
met3 | 0 | 0.0227
met1 | 52 | 0.0133
met4 | 0 | 0.00352
met2 | 7 | 0.0128
li1 | 68 | -
met5 | - | 0
cell usage in the layout (no fill, tap or decap):
cell	Yosys	routed
dfxtp_1	6	6
ha_1	4	4
inv_1	3	3
clkbuf_4	0	3
clkdlybuf4s50_1	0	2
and2_1	1	1
nand3_1	1	1
xnor2_1	1	1
xor2_1	1	1
nand2_1	1	1
nor2_1	1	1
sequential cells by signal, indices dropped and copies added, names as in the netlist:
register  count
r_state       2
c1.COUNT      4
worst max-delay path: stages, from the launching register on:
cell and delay (ns):
dfxtp_1 0.31, ha_1 0.21, xor2_1 0.14
kinds of logic (layout without fill, tap and decap cells):
| kind of cell | Yosys count | after routing |
|---|---|---|
| adder cells (fa/ha/maj) | 4 | 4 |
| flip-flops | 6 | 6 |
| XOR/XNOR | 2 | 2 |
| AND/OR/NAND/NOR | 4 | 4 |
| buffers and inverters | 3 | 8 |
Power figures rest on the tool's default switching activity, not on a simulated workload.
