--- run.sh ---
#!/bin/bash
# OpenROAD 26Q1-2900-gdf79404cd8, Yosys 0.63+post, stock flow scripts
make -C /OpenROAD-flow-scripts/flow DESIGN_CONFIG=/design/flow/config.mk WORK_HOME=/design/flow/orfs finish
--- constraint.sdc ---
current_design carrylookahead_st

set clk_period 2.8
set clk_io_pct 0.2

create_clock -name clk0 -period $clk_period

set non_clock_inputs [all_inputs -no_clocks]
set_input_delay [expr $clk_period * $clk_io_pct] -clock clk0 $non_clock_inputs
set_output_delay [expr $clk_period * $clk_io_pct] -clock clk0 [all_outputs]
--- config.mk ---
export PLATFORM = sky130hd
export DESIGN_NAME = carrylookahead_st
export DESIGN_NICKNAME = carrylookahead_st
export VERILOG_FILES = /design/flow/design.v
export SDC_FILE = /design/flow/constraint.sdc
export NUM_CORES = 4
export LEC_CHECK = 1
export CORE_AREA = 10 10 70 70
export DIE_AREA = 0 0 80 80
--- design.v ---
module falogic(
output r,  
input x,
input y,
input cin
);
wire t1;
xor cx1 ( t1, x,y );
xor cx2 ( r, t1, cin );
endmodule
module register_logic(
input clk,
input enable ,
input [4:0] Data ,
output reg [4:0] Q ) ;
always @(*) begin
if ( enable) begin
Q = Data;
    end
end
endmodule
module carrylogic(
output [3:0] cout ,
input cin,
input [3:0] x,
input [3:0] y
);
wire g0, g1, g2, g3 ;
assign g0 = x[0] & y[0] ;
assign g1 = x[1] & y[1] ;
assign g2 = x[2] & y[2] ; 
assign g3 = x[3] & y[3] ; 
wire p0, p1, p2, p3 ;
assign p0 = x[0] | y[0] ;  
assign p1 = x[1] | y[1] ;
assign p2 = x[2] | y[2] ; 
assign p3 = x[3] | y[3] ; 
assign cout[0] = g0 | ( p0 & cin) ;
assign cout[1] = g1 | ( p1 & ( g0 | ( p0 & cin) ) ) ;
assign cout[2] = g2 | ( p2 & ( g1 | ( p1 & ( g0 | ( p0 & cin) ) )));
assign cout[3] = g3 | ( p3 & ( g2 | ( p2 & ( g1 | ( p1 & ( g0 | (p0 & cin) ) ))) ));
endmodule
module carrylookahead_st(
input clk ,
input cin,
input [3:0] x,
input [3:0] y,
output cout,
output [3:0] r
);
wire [3:0] c;
wire [3:0] ir1 ;
wire [4:0] ir2 ;
carrylogic cx1 ( c, cin, x, y ) ;
falogic cx6 ( ir1[0], x[0], y[0], cin ) ;
falogic cx7 (ir1[1], x[1], y[1], c[0]);
falogic cx8 (ir1[2], x[2], y[2], c[1]);
falogic cx9 (ir1[3], x[3], y[3], c[2]);
register_logic cx10 ( clk, 1'b1, {c[3],ir1}, ir2 ) ;
assign r = ir2[3:0] ;
assign cout = ir2[4] ;
endmodule
==> flow_metrics.py <==
# Physical implementation metrics
metrics = {
    "sta": {
        "worst_pin_slew_ns": 0.113,
        "relSlewSlack_pct": 92.5,
        "holdWs_ns": 1.88,
        "finalSetupViolCount": 1,
        "slew_violations": 0,
        "fin_crit_ns": 2.81,
        "rsz0062_at_grt": "true",
        "setup_ws_ns": -0.00710,
        "fmax_ghz": 0.356,
        "timing.final.crit_share_pct": 100,
        "finalHoldViolations": 0,
    },
    "route": {
        "diodes": 0,
        "wl_um": 459,
        "viasPerCell": 1.70,
        "drtIter0Drc": 0,
        "drc": 0,
        "final_antenna_net_count": 0,
        "first_pass_iters": 1,
        "routedWlPerCell_um": 6.20,
        "vias": 126,
    },
    "placed_design": {
        "postPlaceCellArea_um2": 315,
        "io_buffer_count": 14,
        "hpwlAfterDp_um": 450,
        "gp_congestion": 0.793,
    },
    "synthesis": {
        "ys_cells": 18,
        "top_area_cell": "fa_1",
        "yosys_warnings": 1,
        "syn_area_um2": 148,
        "top_cell": "inv_1",
        "common_cells": "inv_1, buf_4, fa_1",
        "top_cell_area_share_pct": 54.2,
        "syn_area_per_cell_um2": 8.20,
        "yosys.stat.seqShare_pct": 0,
        "ys_types": 3,
        "ys_area_um2": 148,
        "top_cells_by_area": "fa_1, inv_1, buf_4",
        "syn_inst": 18,
    },
    "floorplan": {
        "dieArea_um2": 6400,
        "die_h_um": 80,
        "fp_util_pct": 4.32,
        "rows": 21,
        "die_w_um": 80,
        "coreArea_um2": 3420,
        "num_io_pins": 15,
    },
    "grt": {
        "grt_antenna_before_repair": 0,
        "grt_usage_pct": 1.46,
        "grt_max_degree": 2,
        "grt_pass1_vias": 164,
        "grt_pass1_wl_um": 745,
        "grt_overflow": 0,
    },
    "pwr": {
        "power_leakage_nw": 0.142,
        "swShare_pct": 34.6,
        "total_power_mw": 0.0510,
        "vdd_drop_max_v": 0.0000426,
        "power_density_nw_per_um2": 154,
        "p_int_mw": 0.0333,
        "p_sw_mw": 0.0176,
        "seqPwrFrac_pct": 0,
        "pwr-share-clk_pct": 0,
        "p_comb_share_pct": 100.0,
    },
    "finish": {
        "nClkBuffers": 0,
        "regArea_um2": 0,
        "area_delta_synth_final_pct": 124,
        "seq_cells": 0,
        "layout-drive-gt1-share_pct": 46.4,
        "utilization_pct": 9.67,
        "final_area_um2": 330,
    },
    "critical_path": {
        "startpoint_type": "input port",
        "critPathKind": "in2out",
        "cp_max_fo": 1,
        "worst_setup_path_end_kind": "primary output",
        "cp.arrival_ns": 2.25,
        "required_ns": 2.24,
    },
    "flow_run": {
        "warning_count": 35,
        "maxCapViolCount": 0,
    },
    "run_status": {
        "failed_checks": "setup timing",
        "status": "finished with violations",
    },
    "clock_tree": {
        "hold_buffers": 0,
    },
    "worst_hold_path": {
        "holdCritPathClass": "in2out",
    },
}
==> metrics by stage <==
step                      instances  worst slack [ns]  setup TNS [ns]
after floorplan                  18             0.103               0
after global placement           74            -0.775           -1.90
after detailed placement         74            -0.823           -2.06
after CTS                        74           -0.0789         -0.0789
after global routing             74           -0.0719         -0.0719
final                            74          -0.00710        -0.00710
==> power groups by stage <==
stage	sequential [mW]	combinational, mW	clock [mW]
CTS	0	0.0509	0
global route	0	0.0588	0
finish	0	0.0510	0
==> layout by cell type (no fill, tap or decap) <==
cell type	synthesis	final
inv_1	10	5
clkdlybuf4s50_1	0	6
dlygate4sd2_1	0	4
inv_2	0	2
buf_6	0	2
buf_8	0	1
buf_2	0	1
inv_4	0	3
fa_2	0	4
==> final timing paths <==
path | from | to | slack (ns) | cells after the start
worst max-delay path | cin | r[3] | -0.007 | 10
worst min-delay path | y[0] | r[0] | 1.88 | 5
==> final cells by class <==
cell class	count	area [µm²]
fillers	395	3090
multi-input cells	4	90.1
repair buffers	14	138
inverters	10	45.0
well taps	46	57.6
==> critical path, cell delays in order <==
cell and delay, ns:
buf_8 0.10, inv_4 0.04, fa_2 0.19, inv_2 0.04
fa_2 0.35, fa_2 0.34, inv_2 0.06, fa_2 0.42
inv_1 0.06, buf_2 0.08
==> metal layers <==
| layer | global-route usage, % | part of all wire [%] |
|---|---|---|
| met4 | 0 | 0 |
| met5 | 0 | 0 |
| met2 | 1.85 | 27 |
| met3 | 1.14 | 25 |
| met1 | 2.00 | 48 |
==> kinds of logic (layout without fill, tap and decap cells) <==
family,after synthesis,in the layout,share of synthesized area [%]
adders and majority gates,4,4,54.2
buffers and inverters,14,24,45.8
==> repair_timing <==
item                       CTS  global route
setup buffers                0             0
gates resized               33             2
pin swaps                    4             4
setup endpoints to repair    4             2
Power is estimated from default activity; no workload was simulated.
